## design/flow/config.mk

```make
export PLATFORM = sky130hd
export DESIGN_NAME = PlayerControl
export DESIGN_NICKNAME = PlayerControl
export VERILOG_FILES = /design/flow/design.v
export SDC_FILE = /design/flow/constraint.sdc
export NUM_CORES = 4
export LEC_CHECK = 1
export CORE_AREA = 10 10 604 604
export DIE_AREA = 0 0 614 614
```

## design/flow/design.v

```verilog
module PlayerControl #(
    speed = 20
)
(
    input clk,
    input reset,
    input w, input a, input s, input d,
    input [$clog2(640) - 1:0] x,
    input [$clog2(480) - 1:0] y,
    output reg [$clog2(640) - 1:0] next_x,
    output reg [$clog2(480) - 1:0] next_y,
    inout reg [1:0] player_direction,
    input [24 * 32 - 1:0] tilemap_walls,
    input [24 * 32 - 1:0] tilemap_dots
);
    wire [20:0] tile_idx;
    reg [1:0] cur_dir;
    assign tile_idx = (640 / 20)*(y/20) + x/20;
    function [$clog2(640) - 1:0] x_axes(input [1:0] dir, input [$clog2(640) - 1:0] x, input [$clog2(640) - 1:0] y, input [24 * 32 - 1:0] tilemap_walls, input [20:0] tile_idx);
        if( dir == 2'b00)
            x_axes = x;
        else if( dir == 2'b11)
            x_axes = x;
        else if( dir == 2'b10 && tilemap_walls[tile_idx - 1] == 0)
            x_axes = x - speed;
        else if( dir == 2'b10 && tilemap_walls[tile_idx - 1] == 1)
            x_axes = x;
        else if( dir == 2'b01 && tilemap_walls[tile_idx + 1] == 0)
            x_axes = x + speed;
        else 
            x_axes = x;
    endfunction
    function [$clog2(640) - 1:0] y_axes(input [1:0] dir, input [$clog2(640) - 1:0] x, input [$clog2(640) - 1:0] y, input [24 * 32 - 1:0] tilemap_walls, input [20:0] tile_idx);
        if( dir == 2'b00 && tilemap_walls[tile_idx - 32] == 0)
            y_axes = y - speed;
        else if(dir == 2'b00 && tilemap_walls[tile_idx - 32] == 1)
            y_axes = y;
        else if( dir == 2'b11 && tilemap_walls[tile_idx + 32] == 0)
            y_axes = y + speed;
        else if(dir == 2'b11 && tilemap_walls[tile_idx + 32] == 1)
            y_axes = y;
        else if( dir == 2'b10)
            y_axes = y;
        else if( dir == 2'b01)
            y_axes = y;
    endfunction
    always @(posedge clk or negedge reset) begin
        if (!reset) begin
            next_x <= 20;
            next_y <= 20;
            player_direction <= 2'b10;
        end
        else begin
            if(!w) begin
                if (tilemap_walls[tile_idx - 32] == 1) begin
                    cur_dir <= player_direction;
                    next_x <= x_axes(player_direction,x,y,tilemap_walls,tile_idx);
                    next_y <= y_axes(player_direction,x,y,tilemap_walls,tile_idx);
                end
                else begin
                    cur_dir <= 2'b00;
                    player_direction <= 2'b00;
                    next_x <= x;
                    next_y <= y - speed;
                end
            end
            else if(!s) begin
                if (tilemap_walls[tile_idx + 32] == 1) begin
                    cur_dir <= player_direction;
                    next_x <= x_axes(player_direction,x,y,tilemap_walls,tile_idx);
                    next_y <= y_axes(player_direction,x,y,tilemap_walls,tile_idx);
                end
                else begin
                    cur_dir <= 2'b11;
                    player_direction <= 2'b11;
                    next_x <= x;
                    next_y <= y + speed;
                end
                end
            else if(!a) begin
                if (tilemap_walls[tile_idx - 1] == 1) begin
                    cur_dir <= player_direction;
                    next_x <= x_axes(player_direction,x,y,tilemap_walls,tile_idx);
                    next_y <= y_axes(player_direction,x,y,tilemap_walls,tile_idx);
                end
                else begin
                    cur_dir <= 2'b10;
                    player_direction <= 2'b10;
                    next_x <= x - speed;
                    next_y <= y;
                end
                end
            else if(!d) begin
                if (tilemap_walls[tile_idx+1] == 1) begin
                    cur_dir <= player_direction;
                    next_x <= x_axes(player_direction,x,y,tilemap_walls,tile_idx);
                    next_y <= y_axes(player_direction,x,y,tilemap_walls,tile_idx);
                end
                else begin
                    cur_dir <= 2'b01;
                    player_direction <= 2'b01;
                    next_x <= x + speed;
                    next_y <= y;
                end
            end
            else begin
                cur_dir <= player_direction;
                next_x <= x_axes(player_direction,x,y,tilemap_walls,tile_idx);
                next_y <= y_axes(player_direction,x,y,tilemap_walls,tile_idx);
            end
        end
    end
endmodule
```

## design/flow/constraint.sdc

```tcl
current_design PlayerControl

set clk_period 3.9
set clk_io_pct 0.2

create_clock -name clk0 -period $clk_period [get_ports {clk}]

set non_clock_inputs [all_inputs -no_clocks]
set_input_delay [expr $clk_period * $clk_io_pct] -clock clk0 $non_clock_inputs
set_output_delay [expr $clk_period * $clk_io_pct] -clock clk0 [all_outputs]
```

## design/flow/run.sh

```bash
#!/bin/bash
# OpenROAD 26Q1-2900-gdf79404cd8, Yosys 0.63+post, stock flow scripts
make -C /OpenROAD-flow-scripts/flow DESIGN_CONFIG=/design/flow/config.mk WORK_HOME=/design/flow/orfs finish
```

==> flow_metrics.env <==
# yosys + openroad results
export IMPL_cts_inserted_buffers=3
export IMPL_yosys_top_cells_area="nand2_1 12%, mux4_2 11%, a211oi_1 6.9%"
export IMPL_flow_first_error="[error] [KeplerFormal.cpp:679] Workflow failed: Iso has multiple drivers: .player_direction1, player_direction[1]$_DFFE_PN1P_.Q0"
export IMPL_synth_comb_largest_family="AND-OR/OR-AND gates"
export IMPL_ctsRootBufferMaster="clkbuf_16"
export IMPL_netlist_area_um2=25100
export IMPL_top_area_frac=0.118
export IMPL_place_port_buffers=811
export IMPL_io_pins=1582
export IMPL_cts_resized=457
export IMPL_register_share_after_synthesis=0.0212
export IMPL_ys_seq_elements=21
export IMPL_post_synth_num_cell_types=112
export IMPL_enable_flop_cells=0
export IMPL_largest_area_cell="nand2_1"
export IMPL_ys_chip_area_um2=25100
export IMPL_postCtsSetupBuffers=148
export IMPL_hpwl_mm=288
export IMPL_synth_cellmix_xorXnorShare=0.0133
export IMPL_ctsHoldBuffers=0
export IMPL_htreeDepth=1
export IMPL_dp_cells=10300
export IMPL_dominantRegCellSynth="dfrtp_1"
export IMPL_synth_area_per_cell_um2=6.63
export IMPL_cts_sinks=21
export IMPL_outcome_stop_stage="clock tree synthesis (4_1_cts)"
export IMPL_clock_tree_buffer_depth=2
export IMPL_top_cells_by_count="790 x nand2_1, 243 x a21oi_1, 241 x nand3_1"
export IMPL_synth_top_cell_by_count="nand2_1"
export IMPL_die_h_um=614
export IMPL_die_w_um=614
export IMPL_postSynthCellCount=3785
export IMPL_yosysWarnings=51
export IMPL_synthAdderAreaFrac=0.00678
export IMPL_synth_cells_yosys=3785
export IMPL_post_synth_ao_oa_area_fraction=0.377
export IMPL_floorplan_initialDensity=0.0713
export IMPL_synth_simple_area_share=0.303
export IMPL_status="did not finish"
export IMPL_gp_congestion=1.00
export IMPL_core_rowCount=218
export IMPL_synthArstFlopShare=1.00
export IMPL_synth_area_mux_share=0.181
## cell families after synthesis
family | count (synthesis)
flops | 21
compound gates | 1315
simple gates | 1642
mux | 303
fa+ha+maj | 14
xor+xnor | 38
buf+inv | 452
## stage by stage
stage / instance area [µm²] / setup WS, ps
after floorplan: 25500 / -3870
after global placement: 49700 / -5710
after detailed placement: 49700 / -5520
