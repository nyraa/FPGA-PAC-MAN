==> flow/run.sh <==
#!/bin/bash
# OpenROAD 26Q1-2900-gdf79404cd8, Yosys 0.63+post, stock flow scripts
make -C /OpenROAD-flow-scripts/flow DESIGN_CONFIG=/design/flow/config.mk WORK_HOME=/design/flow/orfs finish
==> flow/design.v <==
module MatrixDisplay
(
    input [1:0] dir,
    input state,
    input clk,
    output reg[7:0] dot_row_dir,
    output reg[7:0] dot_col_dir,
    output reg[7:0] dot_col_char
);
    wire [7:0] row [0:7];
    reg [12:0] cnt;
    reg [2:0] in;
    assign row[0] = 8'b01111111;
    assign row[1] = 8'b10111111;
    assign row[2] = 8'b11011111;
    assign row[3] = 8'b11101111;
    assign row[4] = 8'b11110111;
    assign row[5] = 8'b11111011;
    assign row[6] = 8'b11111101;
    assign row[7] = 8'b11111110;
    wire [7:0] dir_col [0:3][0:7];  
    wire [7:0] Pac_col [0:3][0:7];  
    wire [7:0] Pac_col_Mouthclose [0:7];
    reg PacState;
    assign dir_col[0][0] = 8'b00000000;
    assign dir_col[0][1] = 8'b00000000;
    assign dir_col[0][2] = 8'b10000001;
    assign dir_col[0][3] = 8'b10011001;
    assign dir_col[0][4] = 8'b10100101;
    assign dir_col[0][5] = 8'b01000010;
    assign dir_col[0][6] = 8'b00000000;
    assign dir_col[0][7] = 8'b00000000;
    assign dir_col[3][0] = 8'b00000000;
    assign dir_col[3][1] = 8'b00111100;
    assign dir_col[3][2] = 8'b01000010;
    assign dir_col[3][3] = 8'b01000000;
    assign dir_col[3][4] = 8'b00111100;
    assign dir_col[3][5] = 8'b00000010;
    assign dir_col[3][6] = 8'b01000010;
    assign dir_col[3][7] = 8'b00111100;
    assign dir_col[2][0] = 8'b00011000;
    assign dir_col[2][1] = 8'b00100100;
    assign dir_col[2][2] = 8'b01000010;
    assign dir_col[2][3] = 8'b01111110;
    assign dir_col[2][4] = 8'b01111110;
    assign dir_col[2][5] = 8'b01000010;
    assign dir_col[2][6] = 8'b01000010;
    assign dir_col[2][7] = 8'b00000000;
    assign dir_col[1][0] = 8'b00000000;
    assign dir_col[1][1] = 8'b00111000;
    assign dir_col[1][2] = 8'b00100100;
    assign dir_col[1][3] = 8'b00100010;
    assign dir_col[1][4] = 8'b00100010;
    assign dir_col[1][5] = 8'b00100100;
    assign dir_col[1][6] = 8'b00111000;
    assign dir_col[1][7] = 8'b00000000;
    assign Pac_col[0][0] = 8'b01000010;
    assign Pac_col[0][1] = 8'b11100111;
    assign Pac_col[0][2] = 8'b11100111;
    assign Pac_col[0][3] = 8'b11100111;
    assign Pac_col[0][4] = 8'b11111111;
    assign Pac_col[0][5] = 8'b11111111;
    assign Pac_col[0][6] = 8'b01111110;
    assign Pac_col[0][7] = 8'b00111100;
    assign Pac_col[3][0] = 8'b00111100;
    assign Pac_col[3][1] = 8'b01111110;
    assign Pac_col[3][2] = 8'b11111111;
    assign Pac_col[3][3] = 8'b11111111;
    assign Pac_col[3][4] = 8'b11100111;
    assign Pac_col[3][5] = 8'b11100111;
    assign Pac_col[3][6] = 8'b11100111;
    assign Pac_col[3][7] = 8'b01000010;
    assign Pac_col[2][0] = 8'b01111100;
    assign Pac_col[2][1] = 8'b11111110;
    assign Pac_col[2][2] = 8'b01111111;
    assign Pac_col[2][3] = 8'b00001111;
    assign Pac_col[2][4] = 8'b00001111;
    assign Pac_col[2][5] = 8'b01111111;
    assign Pac_col[2][6] = 8'b11111110;
    assign Pac_col[2][7] = 8'b01111100;
    assign Pac_col[1][0] = 8'b00111110;
    assign Pac_col[1][1] = 8'b01111111;
    assign Pac_col[1][2] = 8'b11111110;
    assign Pac_col[1][3] = 8'b11110000;
    assign Pac_col[1][4] = 8'b11110000;
    assign Pac_col[1][5] = 8'b11111110;
    assign Pac_col[1][6] = 8'b01111111;
    assign Pac_col[1][7] = 8'b00111110;
    assign Pac_col_Mouthclose[0] = 8'b00111100;
    assign Pac_col_Mouthclose[1] = 8'b01111110;
    assign Pac_col_Mouthclose[2] = 8'b11111111;
    assign Pac_col_Mouthclose[3] = 8'b11111111;
    assign Pac_col_Mouthclose[4] = 8'b11111111;
    assign Pac_col_Mouthclose[5] = 8'b11111111;
    assign Pac_col_Mouthclose[6] = 8'b01111110;
    assign Pac_col_Mouthclose[7] = 8'b00111100;
    always@(posedge clk)
    begin
        dot_row_dir <= row[in];
        dot_col_dir <= dir_col[dir][in];
        case(state)
            0:dot_col_char <= Pac_col[dir][in];
            1:dot_col_char <= Pac_col_Mouthclose[in];
        endcase
        in <= in + 1;
    end
endmodule 
==> flow/config.mk <==
export PLATFORM = sky130hd
export DESIGN_NAME = MatrixDisplay
export DESIGN_NICKNAME = MatrixDisplay
export VERILOG_FILES = /design/flow/design.v
export SDC_FILE = /design/flow/constraint.sdc
export NUM_CORES = 4
export LEC_CHECK = 1
export CORE_AREA = 10 10 97 97
export DIE_AREA = 0 0 107 107
==> flow/constraint.sdc <==
current_design MatrixDisplay

set clk_period 2.8
set clk_io_pct 0.2

create_clock -name clk0 -period $clk_period [get_ports {clk}]

set non_clock_inputs [all_inputs -no_clocks]
set_input_delay [expr $clk_period * $clk_io_pct] -clock clk0 $non_clock_inputs
set_output_delay [expr $clk_period * $clk_io_pct] -clock clk0 [all_outputs]
==> results.py <==
# Auto-generated metrics
metrics = {
    "clock_network": {
        "htree_levels": 1,
        "clk_path_buf_depth": 2,
        "cts_made_buffers": 3,
        "cts_resized": 0,
        "cts_tree": "done",
        "clkSlewWorstSetupHoldPaths_ns": 0.09,
        "ctsRootBufferMaster": "clkbuf_8",
        "post_cts_buffers": 0,
        "cts.sinks": 25,
        "holdBufCountCts": 0,
        "worstSkewPairLatency_ns": 0.27,
    },
    "drt": {
        "dr.pass1.iters": 5,
        "antenna_left": 0,
        "avgViaCountPerCell": 4.46,
        "diodes": 0,
        "drc": 0,
        "dr_total_vias": 1310,
        "drt_iter0_drc": 118,
        "drt_wl_total_um": 3550,
        "avgRoutedWirePerCell_um": 12.1,
    },
    "pwr": {
        "combinationalPowerShare_pct": 8.8,
        "switching_share_pct": 23.0,
        "ir_drop_mv": 0.107,
        "p_seq_share_pct": 56.9,
        "internal-power_mw": 0.492,
        "pwr-share-clk_pct": 34.3,
        "power_switching_mw": 0.147,
        "p_per_area_nw_per_um2": 349,
        "p_total_mw": 0.639,
        "p_leak_nw": 0.669,
    },
    "floorplan": {
        "chipHeight_um": 107,
        "fp_util_pct": 19.7,
        "core_area_sq_um": 7290,
        "die_w_um": 107,
        "row_count": 31,
        "die_area_sq_um": 11400,
        "io_pins": 28,
    },
    "placement": {
        "placed_area_sq_um": 1780,
        "pre_cts_ws_ns": 0.397,
        "hpwl_um": 2650,
        "io_buffer_count": 27,
        "gp_congestion": 0.848,
    },
    "global_routing": {
        "first_global_vias": 1275,
        "grtUsageTotal_pct": 6.19,
        "grt_first_pass_wirelength_um": 6070,
        "grt_overflow": 0,
        "antenna_found_initial": 0,
        "grt_max_degree": 23,
    },
    "final_layout": {
        "drive_above_1_share_pct": 8.21,
        "syn2layout_area_growth_pct": 27.2,
        "final_area_sq_um": 1830,
    },
    "final_timing": {
        "fin_skew_ns": 0.00603,
        "rsz0062_at_grt": "no",
        "max_freq_mhz": 459,
        "worst_slew_pin_slew_ns": 0.710,
        "finalCritPeriodShare_pct": 77.9,
        "hold_viol_final": 0,
        "slew_headroom_pct": 52.5,
        "fin_ws_ns": 0.619,
        "fin_tns_setup_ns": 0,
        "period_needed_ns": 2.18,
        "finalMaxSlewViolations": 0,
        "setup_violations": 0,
    },
    "logic_synthesis": {
        "async_flop_share_pct": 0,
        "ys.warnings.count": 1,
        "ys_cells": 174,
        "syn_area_sq_um": 1440,
        "ys_ff": 25,
        "synth_seq_share_pct": 34.8,
        "edf_count": 0,
        "synth_area_per_cell_sq_um": 8.26,
        "yosys_area_sq_um": 1440,
        "ys_types": 46,
        "flop_cell": "dfxtp_1",
        "synth_cells": 174,
    },
    "job": {
        "log.warning_count": 29,
        "drv_cap": 0,
    },
    "critical_path": {
        "cp_max_fo": 8,
        "arrival_ns": 2.34,
        "criticalPathCategory": "in2reg",
        "crit_required_ns": 2.96,
        "start_kind": "primary input",
        "critPathCaptureType": "register",
    },
    "min_path": {
        "min_path_type": "reg2reg",
    },
    "outcome": {
        "outcome": "finished clean",
    },
}
## synthesized netlist by cell type (2+ instances only)
master | count | area (sq um)
nand2_1 | 26 | 97.6
dfxtp_1 | 25 | 500
a21oi_1 | 14 | 70.1
nor2_1 | 12 | 45.0
ha_1 | 6 | 75.1
o21ai_0 | 6 | 30.0
buf_2 | 5 | 25.0
nor2b_1 | 5 | 31.3
a211oi_1 | 4 | 30.0
a31oi_1 | 4 | 25.0
buf_4 | 4 | 30.0
clkbuf_1 | 4 | 15.0
inv_1 | 4 | 15.0
nand3_1 | 4 | 20.0
a32oi_1 | 3 | 26.3
mux2i_1 | 3 | 30.0
nand3b_1 | 3 | 22.5
o211a_1 | 3 | 30.0
or3_1 | 3 | 18.8
a221oi_2 | 2 | 30.0
a22o_1 | 2 | 17.5
and2_1 | 2 | 12.5
buf_6 | 2 | 22.5
nand2b_1 | 2 | 12.5
nor3_1 | 2 | 10.0
o21a_1 | 2 | 15.0
o32ai_1 | 2 | 17.5
or2_1 | 2 | 12.5
## worst max-delay path, cell delays in order
cell and delay, ns:
clkdlybuf4s50_1 0.57, nor2b_1 0.62, a221oi_2 0.11, a41oi_1 0.20, o32ai_1 0.13, o211a_1 0.16
## final cells by class
type,instances,area [sq um]
Clock buffer,3,41.3
Clock inverter,1,7.51
Fill cell,831,5460
Inverter,5,18.8
Multi-Input combinational cell,128,822
Sequential cell,25,500
Tap cell,99,124
Timing Repair Buffer,33,315
## state kept, by name (all words and copies together), names as in the netlist
register and cells:
dot_col_char 8, dot_col_dir 6, dot_row_dir 8, in 3
## layer usage
layer  global-route usage (%)  vias to the layer above  routed length, um
li1                         -                      663                  -
met1                     8.63                      591               1630
met2                     9.57                       50               1570
met3                     1.39                        6                280
met4                     1.35                        0                 62
met5                        0                        -                  0
## power groups by stage
| stage | Combinational [mW] | Clock [mW] | Sequential, mW |
|---|---|---|---|
| 4_1_cts | 0.0567 | 0.229 | 0.364 |
| 5_1_grt | 0.0624 | 0.238 | 0.365 |
| 6_report | 0.0563 | 0.219 | 0.364 |
## stage by stage
stage / util (%) / instances / hold WS, ns
floorplan: - / 174 / 0.420
global placement: 24.4 / 290 / 0.429
detailed placement: 24.4 / 290 / 0.445
CTS: 25.1 / 294 / 0.468
global route: 25.1 / 294 / 0.497
finish: 25.1 / 294 / 0.463
## final timing paths
| check | start | end | slack (ns) | cells after the start |
|---|---|---|---|---|
| max | dir[1] | dot_col_dir[0] | 0.62 | 6 |
| min | in[0] | in[0] | 0.46 | 1 |
| max reg2reg | in[0] | dot_col_char[4] | 0.79 | 6 |
| min reg2reg | in[0] | in[0] | 0.46 | 1 |
## cell families (layout without fill, tap and decap cells)
logic type      Yosys count  count (layout)  synth area share (%)
compound gates           51              51                  25.6
xor+xnor                  1               1                 0.609
fa+ha+maj                 6               6                  5.22
mux                       3               3                  2.09
buf+inv                  21              42                  8.01
simple gates             67              67                  23.7
flops                    25              25                  34.8
## cell usage in the layout (no fill, tap or decap), types with 3 or more instances in the layout
cell type and instances:
nand2_1 26, a211oi_1 4, or3_1 3, buf_4 6, mux2i_1 3, nor2_1 12, dfxtp_1 25, o21ai_0 6
clkdlybuf4s50_1 27, nand3b_1 3, a21oi_1 14, clkbuf_8 3, a32oi_1 3, nor2b_1 5, o211a_1 3, a31oi_1 4
ha_1 6, inv_1 4, nand3_1 4
No activity file was given, so power comes from the tool's default toggle rates.
