===== flow/config.mk =====
export PLATFORM = sky130hd
export DESIGN_NAME = Ghost2Control
export DESIGN_NICKNAME = Ghost2Control
export VERILOG_FILES = /design/flow/design.v
export SDC_FILE = /design/flow/constraint.sdc
export NUM_CORES = 4
export LEC_CHECK = 1
export CORE_AREA = 10 10 314 314
export DIE_AREA = 0 0 324 324

===== flow/constraint.sdc =====
current_design Ghost2Control

set clk_period 3.4
set clk_io_pct 0.2

create_clock -name clk0 -period $clk_period [get_ports {clk}]

set non_clock_inputs [all_inputs -no_clocks]
set_input_delay [expr $clk_period * $clk_io_pct] -clock clk0 $non_clock_inputs
set_output_delay [expr $clk_period * $clk_io_pct] -clock clk0 [all_outputs]

===== flow/design.v =====
module Ghost2Control #(
    speed = 20
)
(
    input clk,
    input reset,
    input [$clog2(640) - 1:0] x,
    input [$clog2(480) - 1:0] y,
    output reg [$clog2(640) - 1:0] next_x,
    output reg [$clog2(480) - 1:0] next_y,
    inout reg [1:0] ghost_direction,
    input [24 * 32 - 1:0] tilemap_walls
);
    always @(posedge clk or negedge reset) begin
        if (!reset) begin
            next_x <= 340;
            next_y <= 240;
            ghost_direction <= 2'b00;
        end
        else begin
            if((x == 420 && y == 200) || (x == 600 && y == 320)||(x == 480 && y == 380)||(x == 480 && y == 60)||(x == 280 && y == 20)||(x == 200 && y == 60)||(x == 140 && y == 120)||(x == 20 && y == 320)||(x == 340 && y == 120))begin
                next_y <= y + speed;
                    next_x <= x;
                ghost_direction <= 2'b11;
            end
            else if((x == 340 && y == 200) || (x == 360 && y == 380)||(x == 340 && y == 280)||(x == 420 && y == 240)||(x == 480 && y == 160)||(x == 20 && y == 440)||(x == 140 && y == 380)||(x == 200 && y == 320)||(x == 200 && y == 160)||(x == 280 && y == 120)||(x == 340 && y == 160))begin
                next_y <= y;
                next_x <= x + speed;
                ghost_direction <= 2'b01;
            end
            else if((x == 340 && y == 240) || (x == 360 && y == 440)||(x == 420 && y == 380)||(x == 340 && y == 320)||(x == 420 && y == 280)||(x == 480 && y == 240)||(x == 600 && y == 160)||(x == 540 && y == 120)||(x == 420 && y == 120)||(x == 340 && y == 60)||(x == 140 && y == 440)||(x == 200 && y == 380)||(x == 280 && y == 320)||(x == 200 && y == 280)||(x == 280 && y == 160))begin
                next_y <= y - speed;
                next_x <= x;
                ghost_direction <= 2'b00;
            end
            else if((x == 600 && y == 380)||(x == 480 && y == 440)||(x == 420 && y == 320)||(x == 600 && y == 120)||(x == 540 && y == 60)||(x == 480 && y == 120)||(x == 420 && y == 60)||(x == 340 && y == 20)||(x == 280 && y == 60)||(x == 200 && y == 120)||(x == 140 && y == 320)||(x == 280 && y == 280))begin
                next_y <= y;
                next_x <= x - speed;
                ghost_direction <= 2'b10;
            end
            else begin
                case(ghost_direction)
                    2'b00: begin
                        next_y <= y - speed;
                        next_x <= x;
                    end
                    2'b11: begin
                        next_y <= y + speed;
                        next_x <= x;
                    end
                    2'b10: begin
                        next_y <= y;
                        next_x <= x - speed;
                    end
                    2'b01: begin
                        next_y <= y;
                        next_x <= x + speed;
                    end
                endcase
            end
        end
    end
endmodule

===== flow/run.sh =====
#!/bin/bash
# OpenROAD 26Q1-2900-gdf79404cd8, Yosys 0.63+post, stock flow scripts
make -C /OpenROAD-flow-scripts/flow DESIGN_CONFIG=/design/flow/config.mk WORK_HOME=/design/flow/orfs finish

==> reports/results.txt <==
status = stopped before the end
Stopped at = clock tree synthesis
tool error = [error] [KeplerFormal.cpp:679] Workflow failed: Iso has multiple drivers: .ghost_direction0, ghost_direction[0]$_DFFE_PN0P_.Q0
Synth warnings = 1
Post-synth seq share = 20.40%
syn avg cell area = 7.565 sq um
Most used DFF post-synth = dfrtp_1
asr flop ratio synth = 100.0%
hpwl dp = 10.66 mm
die height = 324 um
RD Place Congestion = 0.8578
cts hold-fix bufs = 0
Num CTS Buffers = 3
row count = 111
Cells after Synth = 347
dpl ws = 50.65 ps
Longest Clk Path Bufs = 2
count of library flops with an enable pin = 0
Synth top cell by count = nand2_1
ys cells = 347
yosys stat area = 2625 sq um
postcts setup bufs = 0
Top cells by area = dfrtp_1 (12%), dfstp_2 (8.0%), ha_1 (6.7%), nand2_1 (5.3%), a21oi_1 (5.0%)
Clk Tree Root Cell = clkbuf_16
FP Core Util = 2.864%
placed instance area = 4654 sq um
post_cts resized = 0
CTS HTree Levels = 1
Post-synth top cells = nand2_1 (37), nor2_1 (30), a21oi_1 (26), inv_1 (15), o21ai_0 (15)
Die Width = 324 um
port bufs = 39
clk sink count = 21
Cell Type Count = 66
number of synthesized register bits = 21
I/O pins = 810
dominant cell type by area after synthesis = dfrtp_1
cell area after synthesis = 2625 sq um
Top cell area share = 12.39%
[kinds of logic after synthesis]
logic type	synth area share [%]
AND/OR/NAND/NOR	33.08
AND-OR/OR-AND	26.22
buffers and inverters	7.102
flip-flops	20.40
adder cells (fa/ha/maj)	6.673
XOR/XNOR	3.003
multiplexers	3.527
[stage by stage]
stage	hold slack [ps]	cells	power [uW]
floorplan	384.4	347	446.5
global placement	769.5	1584	656.5
detailed placement	764.6	1584	655.3
Power is estimated from default activity; no workload was simulated.
